===== flow/config.mk =====
export PLATFORM = sky130hd
export DESIGN_NAME = vedicmultiplier_8_bit
export DESIGN_NICKNAME = vedicmultiplier_8_bit
export VERILOG_FILES = /design/flow/design.v
export SDC_FILE = /design/flow/constraint.sdc
export NUM_CORES = 4
export LEC_CHECK = 1
export CORE_UTILIZATION = 40

===== flow/constraint.sdc =====
current_design vedicmultiplier_8_bit

set clk_period 8.0
set clk_io_pct 0.2

create_clock -name clk0 -period $clk_period

set non_clock_inputs [all_inputs -no_clocks]
set_input_delay [expr $clk_period * $clk_io_pct] -clock clk0 $non_clock_inputs
set_output_delay [expr $clk_period * $clk_io_pct] -clock clk0 [all_outputs]

===== flow/run.sh =====
#!/bin/bash
# OpenROAD 26Q1-2900-gdf79404cd8, Yosys 0.63+post, stock flow scripts
make -C /OpenROAD-flow-scripts/flow DESIGN_CONFIG=/design/flow/config.mk WORK_HOME=/design/flow/orfs finish

===== flow/design.v =====
`timescale 1ns / 1ps
module half_adder(a,b,carry,sum);
input a,b;
output carry,sum;
assign carry = a&b;
assign sum = a ^ b;
endmodule
module vedicmultiplier_2_bit(a,b,result);
input [1:0] a,b;
output [3:0] result;
wire w1,w2,w3,w4;
assign result[0] = a[0] & b[0];
assign w1 = a[0] & b[1];
assign w2 = a[1] & b[0];
assign w3 = a[1] & b[1];
half_adder h1(w1,w2,w4,result[1]);
half_adder h2(w3,w4,result[3],result[2]); 
endmodule
module vedicmultiplier_4_bit(a,b,result);
input [3:0] a,b;
output [7:0] result;
wire [3:0] q0,q1,q2,q3;
vedicmultiplier_2_bit dum1(a[1:0],b[1:0],q0);
vedicmultiplier_2_bit dum2(a[3:2],b[1:0],q1);
vedicmultiplier_2_bit dum3(b[3:2],a[1:0],q2);
vedicmultiplier_2_bit dum4(a[3:2],b[3:2],q3);
wire [7:0] temp1,temp2,temp3;
assign temp1 = {q3,4'b0000};
assign temp2 =  {2'b00,q2,2'b00} + {2'b00,q1,2'b00};
assign temp3 =  {4'b0000,q0};
assign result = temp1 + temp2 + temp3;
endmodule
module vedicmultiplier_8_bit(a,b,result);
input [7:0] a,b;
output [15:0] result;
wire [7:0] q0,q1,q2,q3;
vedicmultiplier_4_bit dumm1(a[3:0],b[3:0],q0);
vedicmultiplier_4_bit dumm2(a[3:0],b[7:4],q1);
vedicmultiplier_4_bit dumm3(a[7:4],b[3:0],q2);
vedicmultiplier_4_bit dumm4(a[7:4],b[7:4],q3);
wire [15:0] temp1,temp2,temp3;
assign temp1 = {q3,8'b00000000};
assign temp2 = {4'b0000,q2,4'b0000} + {4'b0000,q1,4'b0000};  
assign temp3 = {8'b00000000,q0};
assign result = temp1 + temp2 + temp3;
endmodule

==> run_results.csv <==
group,metric,value,unit
status,status,"complete, no violations",
worst_hold_path,min_to,"result[0]",
floorplan,coreArea,0.00635,sq mm
clock_tree,ctsHoldBuffers,0,
setup_path,path_cells,"clkdlybuf4s50_1 > and2_1 > ha_1 > inv_1 > fa_1 > inv_1 > ha_1 > a21o_1 > a21oi_2 > o21bai_1 > a21oi_2 > xor2_1 > fa_1 > inv_1 > ha_4 > a21oi_2 > o211ai_1 > and3_1 > o21ai_2 > xnor2_1 > clkdlybuf4s50_1",
timing,relSlewSlack,78.4,%
logic_synthesis,ys_sh_xor,10.4,%
finish,ff_latch_area,0,sq um
timing,setup_slack,0.284,ns
setup_path,cp-end-kind,"output port",
logic_synthesis,synthAoiAreaFrac,12.7,%
pwr,switching_share,40.2,%
logic_synthesis,top_cells_by_area,"ha_1 (36%), and2_1 (16%), fa_1 (13%)",
worst_hold_path,worstHoldStart,"b[0]",
logic_synthesis,simple_gate_share,20.7,%
detailed_routing,wl_met3,80,microns
grt,grt_pass1_vias,2087,
pwr,ir_drop,0.000213,V
logic_synthesis,synth_area,0.00262,sq mm
setup_path,slowest_stage,"fa_1",
pwr,clkPwrFrac,0,%
finish,lay_top_cells,"ha_1 (72), and2_1 (65), inv_1 (45), buf_4 (29), clkdlybuf4s50_1 (21)",
pwr,p_seq_share,0,%
setup_path,slowest_delay,0.55,ns
logic_synthesis,ys_cells,314,
setup_path,cp_max_fo,3,
floorplan,die_h,82.9,microns
detailed_routing,firstDrtPassIters,4,
worst_hold_path,hold_path_class,"in2out",
floorplan,io_pins,32,
logic_synthesis,ys_sh_mux,0,%
logic_synthesis,top_cell_area_share,36.3,%
detailed_routing,routed_wl,5160,microns
detailed_routing,met2_wirelength,2210,microns
pwr,p_int,0.348,mW
setup_path,critPathKind,"in2out",
finish,layout_top_cell,"ha_1",
worst_hold_path,whs_path_depth,4,
detailed_routing,drc,0,
place,place.gp.congestion,0.834,
finish,areaGrowthSynthToFinish,27.1,%
logic_synthesis,ys_seq_share,0,%
logic_synthesis,ys_area,0.00262,sq mm
detailed_routing,n_antenna_cell,0,
logic_synthesis,synth.logic.top_family,"adder cells",
pwr,power_switching,0.234,mW
setup_path,start_kind,"primary input",
detailed_routing,ant_nets,0,
floorplan,rows,29,
grt,grt_overflow_total,0,
setup_path,arrival,6.12,ns
timing,setup_viol,0,
detailed_routing,wl_met1,2850,microns
place,port_buffers,32,
grt,grt_max_degree,9,
setup_path,critPathRequiredTime,6.40,ns
place,place_hpwl,4650,microns
grt,grt_pass1_wl,9270,microns
pwr,power_density,175,mW/mm^2
timing,fin_crit,7.72,ns
timing,fin_crit_sh,96.4,%
detailed_routing,drtIter0Drc,73,
logic_synthesis,yosys.area_share.adder,49.3,%
detailed_routing,num_vias,2147,
timing,hold_viol,0,
pwr,leakage,1.88,nW
job,warnings,32,
logic_synthesis,top_area_cell,"ha_1",
logic_synthesis,syn_avg_cell_area,8.34,sq um
floorplan,initial_core_util,41.2,%
detailed_routing,viasPerCell,4.76,
detailed_routing,routed.top_layer,"met4",
grt,antenna_found_initial,0,
place,place_ws,-0.244,ns
pwr,combPwrFrac,100.0,%
timing,drv_slew,0,
logic_synthesis,synth_cell_types,30,
finish,clkbuf_count,0,
grt,grt.total_usage,16.3,%
finish,seq_cells,0,
timing,setup_tns,0,ns
finish,num-fill-cells,583,
timing,timing.fmax,130,MHz
floorplan,dieArea,0.00687,sq mm
detailed_routing,routedWlPerCell,11.4,microns
logic_synthesis,syn-instance-count,314,
timing,max_slew.worst_pin.slew,0.322,ns
logic_synthesis,ys_warn_count,0,
floorplan,fp.dieW,82.9,microns
finish,drive_above_1_share,13.9,%
job,maxCapViolations,0,
==> worst max-delay path: cells and delay by family <==
family | cells | cell delay [ns]
simple gates | 2 | 0.35
buf+inv | 5 | 1.11
xor+xnor | 2 | 0.35
fa+ha+maj | 5 | 1.78
compound gates | 7 | 0.93
==> cell type report <==
type	count	area, sq um	area share, %
well taps	77	96.3	2.90
multi-input cells	267	2530	75.9
inverters	46	173	5.19
repair buffers	61	532	16.0
==> per-layer routing <==
metal  up-vias  GRT usage, %
met5         -             0
met4         0         0.627
li1       1169             -
met1       953          25.9
met3         2         0.303
met2        23          26.7
==> through the flow <==
step / std cells / hold WS, ns / util, % / cell area (sq um) / total power, mW
floorplan: 314 / 3.27 / - / 2620 / 0.298
global placement: 451 / 4.31 / 51.1 / 3240 / 0.548
detailed placement: 451 / 4.32 / 51.1 / 3240 / 0.549
CTS: 451 / 4.07 / 51.1 / 3250 / 0.558
global route: 451 / 4.06 / 52.4 / 3330 / 0.661
finish: 451 / 4.02 / 52.4 / 3330 / 0.582
==> how the worst max path moves through the flow <==
stage	slack, ns	end	cells past startpoint	start
CTS	0.005	result[15]	19	a[3]
global route	-0.005	result[14]	21	a[5]
finish	0.28	result[14]	21	a[5]
==> cells by family after synthesis <==
family,Yosys count
AND-OR/OR-AND,52
AND/OR/NAND/NOR,91
buffers and inverters,47
XOR/XNOR,31
adder cells (fa/ha/maj),93
==> repair_timing <==
action | 4_1_cts | 5_1_grt
endpoints found under the setup margin | 6 | 5
setup buffers | 0 | 0
endpoints found under the hold margin | 0 | 0
gates resized | 12 | 22
pin swaps | 4 | 19
==> power groups by stage <==
stage / clock, mW / sequential [mW] / combinational, mW
finish: 0 / 0 / 0.582
global route: 0 / 0 / 0.661
CTS: 0 / 0 / 0.558
==> synth_stat cells, drive strengths merged, types with 4 or more instances <==
master,number
nor2,7
a21o,15
a21oi,19
ha,76
nand2,4
xor2,11
xnor2,20
o21bai,4
nand2b,4
o21ai,7
inv,46
and2,65
fa,17
Power and IR drop assume default switching activity.
